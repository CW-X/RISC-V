===== flow/design.v =====
module ff_D2E(input logic CLK, CLR, RST,
								RegWriteD, MemWriteD, JumpD, BranchD, ALUSrcD, signD, PCTargetSrcD,
					input logic [2:0] ResultSrcD,
					input logic [1:0] Byte_Half_OpD,
					input logic [3:0] ALUControlD,
					input logic [31:0] RD1, RD2, PCD, ImmExtD, PCPlus4D,
					input logic [4:0] Rs1D, Rs2D, RdD,
					output logic RegWriteE, MemWriteE, JumpE, BranchE, ALUSrcE, signE, PCTargetSrcE,
					output logic [2:0] ResultSrcE,
					output logic [1:0] Byte_Half_OpE,
					output logic [3:0] ALUControlE,
					output logic [31:0] RD1E, RD2E, PCE, ImmExtE, PCPlus4E,
					output logic [4:0] Rs1E, Rs2E, RdE);
	always_ff @ (posedge CLK, posedge RST) begin
		if (RST) begin
			RegWriteE <= 0;
			MemWriteE <= 0;
			JumpE <= 0;
			BranchE <= 0;
			ALUSrcE <= 0;
			ResultSrcE <= 0;
			ALUControlE <= 0;
			RD1E <= 0;
			RD2E <= 0;
			PCE <= 0;
			ImmExtE <= 0;
			PCPlus4E <= 0;
			Rs1E <= 0;
			Rs2E <= 0;
			RdE <= 0;
			Byte_Half_OpE <= 0;
			signE <= 0;
			PCTargetSrcE  <=0; 
			end
		else begin
			RegWriteE <= CLR? 0 : RegWriteD;
			MemWriteE <= CLR? 0 : MemWriteD;
			JumpE <= CLR? 0 : JumpD;
			BranchE <= CLR? 0 : BranchD;
			ALUSrcE <= CLR? 0 : ALUSrcD;
			ResultSrcE <= CLR? 0 : ResultSrcD;
			ALUControlE <= CLR? 0 : ALUControlD;
			RD1E <= CLR? 0 : RD1;
			RD2E <= CLR? 0 : RD2;
			PCE <= CLR? 0 : PCD;
			ImmExtE <= CLR? 0 : ImmExtD;
			PCPlus4E <= CLR? 0 : PCPlus4D;
			Rs1E <= CLR? 0 : Rs1D;
			Rs2E <= CLR? 0 : Rs2D;
			RdE <= CLR? 0 : RdD;
			Byte_Half_OpE <= CLR? 0: Byte_Half_OpD;
			signE <= CLR? 0: signD;
			PCTargetSrcE <= CLR? 0 : PCTargetSrcD;
			end
	end
endmodule

===== flow/run.sh =====
#!/bin/bash
# OpenROAD 26Q1-2900-gdf79404cd8, Yosys 0.63+post, stock flow scripts
make -C /OpenROAD-flow-scripts/flow DESIGN_CONFIG=/design/flow/config.mk WORK_HOME=/design/flow/orfs finish

===== flow/config.mk =====
export PLATFORM = sky130hd
export DESIGN_NAME = ff_D2E
export DESIGN_NICKNAME = ff_D2E
export VERILOG_FILES = /design/flow/design.v
export SDC_FILE = /design/flow/constraint.sdc
export NUM_CORES = 4
export LEC_CHECK = 1
export CORE_UTILIZATION = 30

===== flow/constraint.sdc =====
current_design ff_D2E

set clk_period 1.0
set clk_io_pct 0.2

create_clock -name clk0 -period $clk_period [get_ports {CLK}]

set non_clock_inputs [all_inputs -no_clocks]
set_input_delay [expr $clk_period * $clk_io_pct] -clock clk0 $non_clock_inputs
set_output_delay [expr $clk_period * $clk_io_pct] -clock clk0 [all_outputs]

==> ci_impl_report.md <==
### Yosys + OpenROAD results

| Metric | Value |
|---|---|
| Status | finished with violations |
| Failing checks | negative setup slack |
| Vias/cell | roughly 4 |
| Wire length on met3 | about 2000 um |
| Class of the worst hold path | in2reg |
| RSZ-0062 raised after global routing | yes |
| Number of diodes | 0 |
| Cts hold-fix bufs | 0 |
| Area leader, netlist | dfrtp_1 |
| 1st-iter DRT viols | 99 |
| Die Size | 0.02085 mm2 |
| Layout filler cell count | 1749 |
| Core Region | 0.01965 mm2 |
| Final setup violation count | about 190 |
| FFs w/ async S/R, synth | 1.000 |
| Post-Syn Instances | 404 |
| Post-DR wirelength/cell | 15.92 um |
| # IOs | 385 |
| Vias in the first global route | 4510 |
| Core Rows | between 50 and 60 |
| CP arrival | 990 ps |
| WL final | 17240 um |
| Drt drc | 0 |
| CP endpoint kind | primary output |
| Final Hold Viols | 0 |
| Max Slew Vio Count | 0 |
| Gate Area | 0.001195 mm2 |
| Worst setup SP type | flop |
| CTS clock-pin slew for the worst setup and hold paths | roughly 70 ps |
| Fin crit share | 1.187 |
| CTS H-Tree Depth | 4 |
| Synth cell types | 4 |
| Vias | 4333 |
| Peak supply drop | 1140 uV |
| Clk sinks | 191 |
| Max_cap viols | 0 |
| Yosys Chip Area | slightly above 0.006 mm2 |
| Post-route ant nets | 0 |
| GPL Wtd Cong | 0.8587 |
| DRT Pass-1 Iters | 3 |
| Critical path class | reg2out |
| CP max stage delay | 430 ps |
| Internal power | 13880 uW |
| Final Critical Period | roughly 1200 ps |
| Worst-Margin Slew | 257.1 ps |
| Max Used Layer | met4 |
| Initial core utilization | 0.3095 |
| Finished Layout Cells | between 1000 and 1500 |
| Max clock buf depth | 2 |
| Total Routing Usage GR | 0.1702 |
| Share of post-route cells with drive strength above 1 | 0.2983 |
| Commonest cells post-synth | dfrtp_1 (191), nor2b_1 (191), buf_2 (21), inv_1 (1) |
| Chip Height | 144.4 um |
| Tool warning count | 28 |
| Pwr per Cell Area | 1714 mW/mm2 |
| Final hold slack | 57.15 ps |
| CP delay by family, top | flip-flops |
| Clock share of power | 0.428 |
| Switching share of total power | 0.2017 |
| Registers, synthesis | between 150 and 200 |
| Ys cells | between 400 and 500 |
| Gate power share | 0.101 |
| Max_slew headroom | 0.8286 |
| # port buffers | around 380 |
| Met1 Routed Length | 6494 um |
| Synth Seq Share | 0.7857 |
| CP cell instances | buf_2 |
| Total CTS buffers | 17 |
| Die width | ~140 um |
| TritonCTS clock tree | yes |
| Root Driver | clkbuf_16 |
| Yosys Warn Count | 1 |
| CP bufs+invs | 1 |
| First-pass GRT wire length | 25390 um |
| Worst-path maximum fanout | 1 |
| Net Sw Power | 3507 uW |
| GRT Residual Overflow | 0 |
| Top cells, area | dfrtp_1 (79%), nor2b_1 (20%), buf_2 (1.7%) |
| Worst EP required | 800 ps |
| Leakage power | 0.005008 uW |
| Final design utilization | 0.5162 |
| Ys flop type | dfrtp_1 |
| Inst Count DP | around 1100 |
| Slowest library cell on the worst path | dfrtp_1 |
| Place WS | -101.4 ps |
| Mean Syn Cell Area | approximately 15 um2 |
| Fmax | 842.7 MHz |
| Final worst slack | -186.7 ps |
| Mapped cell area | just over 0.006 mm2 |
| Dpl hpwl | 13220 um |
| Postcts setup bufs | 0 |
| Area share, top type | 0.7857 |
| Largest net degree at the start of global routing | 61 |
| Number of enable flip-flop cells | 0 |
| Met2 routed WL | 8468 um |
| Sequential Area | 0.004780 mm2 |
| Seq pwr share | 0.471 |
| Antenna violations before repair | 1 |
| Area Overhead vs Synth | 66.76% |
-- routing by layer --
| metal | vias to the layer above | global-route usage |
|---|---|---|
| met5 | - | 0 |
| met4 | 0 | 0.02992 |
| met3 | 19 | 0.06507 |
| met2 | 225 | 0.2826 |
| met1 | 2074 | 0.2184 |
| li1 | 2015 | - |
-- kinds of logic after synthesis --
kind of cell | Yosys count | share of synthesized area
flip-flops | 191 | 0.7857
buffers and inverters | 22 | 0.01789
AND/OR/NAND/NOR | 191 | 0.1964
-- state kept, by name (all words and copies together), names as in the netlist, 5 cells and up --
signal,count
ImmExtE,32
PCE,32
PCPlus4E,32
RD1E,32
RD2E,32
RdE,5
Rs1E,5
Rs2E,5
-- per-stage QoR --
step	TNS (ps)	power, uW	area (um2)
floorplan	-317530	8733	6087
global placement	-863.0	10520	10440
detailed placement	-615.0	10530	10440
CTS	-22150	17650	10140
global route	-25940	18140	10140
finish	-16620	17390	10140
-- path summary, 6_finish.rpt --
path                                     from                      to  slack [ps]  cells past startpoint
max in group asynchronous                 RST   ImmExtE[10]$_DFF_PP0_         440                      4
min in group asynchronous                 RST  PCPlus4E[28]$_DFF_PP0_         170                      3
hold / removal                            CLR    ImmExtE[8]$_DFF_PP0_          60                      2
setup / recovery           RD1E[22]$_DFF_PP0_                RD1E[22]        -190                      1
-- layout by cell type, fill, tap and decap left out --
master	synthesis	final
clkdlybuf4s50_1	0	192
dfrtp_1	191	191
nor2b_1	191	191
buf_2	21	190
clkbuf_16	0	17
buf_4	0	11
buf_12	0	10
bufinv_16	0	5
inv_6	0	4
clkinvlp_4	0	3
clkbuf_8	0	2
buf_6	0	2
-- final cells by class --
cell class / count / share of cell area
inverters: 1 / 0.0007400
multi-input cells: 191 / 0.1178
repair buffers: 405 / 0.3133
clock buffers: 19 / 0.04465
flip-flops and latches: 191 / 0.4711
clock inverters: 11 / 0.01973
well taps: 265 / 0.03268
-- power by group through the flow --
| stage | logic (uW) | registers (uW) | clock network (uW) |
|---|---|---|---|
| 6_report | 1750 | 8200 | 7440 |
| 4_1_cts | 1800 | 8200 | 7650 |
| 5_1_grt | 1940 | 8240 | 7960 |
-- timing repair --
item                                    in CTS  in global routing
endpoints found under the hold margin        0                  0
endpoints found under the setup margin     191                191
gates resized                              608                  0
No activity file was given, so power comes from the tool's default toggle rates.
