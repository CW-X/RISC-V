<file path="design/flow/run.sh">
#!/bin/bash
# OpenROAD 26Q1-2900-gdf79404cd8, Yosys 0.63+post, stock flow scripts
make -C /OpenROAD-flow-scripts/flow DESIGN_CONFIG=/design/flow/config.mk WORK_HOME=/design/flow/orfs finish
</file>
<file path="design/flow/config.mk">
export PLATFORM = sky130hd
export DESIGN_NAME = Register_File
export DESIGN_NICKNAME = Register_File
export VERILOG_FILES = /design/flow/design.v
export SDC_FILE = /design/flow/constraint.sdc
export NUM_CORES = 4
export LEC_CHECK = 1
export CORE_UTILIZATION = 40
</file>
<file path="design/flow/constraint.sdc">
current_design Register_File

set clk_period 8.9
set clk_io_pct 0.2

create_clock -name clk0 -period $clk_period [get_ports {CLK}]

set non_clock_inputs [all_inputs -no_clocks]
set_input_delay [expr $clk_period * $clk_io_pct] -clock clk0 $non_clock_inputs
set_output_delay [expr $clk_period * $clk_io_pct] -clock clk0 [all_outputs]
</file>
<file path="design/flow/design.v">
module Register_File(input logic [4:0] A1, A2, A3,
							input logic [31:0] WD3,
							input logic CLK, RESET, WE3,
							output logic [31:0] RD1, RD2);
	logic [31:0] rf[31:0];
	always @(*) begin 
		RD1 = (A1 == 0)? 32'b0 : rf[A1];
		RD2 = (A2 == 0)? 32'b0 : rf[A2];
	end
	integer i;
	always @(negedge CLK or posedge RESET) begin
        if (RESET) begin
            for(i=0;i<32;i=i+1) begin
                rf[i] <= 32'b0;
            end     
        end else if (WE3 && A3 != 5'b0) begin
            if(WE3) rf[A3] <= WD3;
        end
    end
endmodule
</file>
==> impl_metrics.tcl <==
# implementation run metrics
set metrics [dict create \
    outcome "complete, no violations" \
    instance_count_along_the_most_critical_hold_path 1 \
    ioPinCount 114 \
    first_pass_iters 10 \
    startpoint "rf[9][11]" \
    yosys-stat-area_sq_mm 0.04924 \
    hold_viol_final 0 \
    yosysUniqueCellTypes 54 \
    final_core_utilization 0.4727 \
    vias_in_the_first_global_route 42238 \
    powerDensity_mw_per_mm2 223.7 \
    timing.hold.worst.class "flip-flop to flip-flop" \
    min-delay-start "rf[21][15]" \
    initial_core_util 0.4040 \
    tritoncts "done" \
    postSynth.asyncResetShare 1.000 \
    top_regs "rf x992" \
    syn-mean-instance-area_sq_um 11.74 \
    placeableCoreArea_sq_mm 0.1219 \
    slew_headroom 0.2440 \
    largest_reg_flops 992 \
    worst_setup_hold_path_clk_slew_ps 40 \
    critPathMaxFanout 3 \
    vias_per_cell 7.173 \
    ir_drop_v 0.0001752 \
    ys_seq_elements 992 \
    maximum_number_of_pins_on_one_net_before_global_route_repair 114 \
    cts_sink_count 992 \
    placed_cells 5760 \
    cts_buffers 107 \
    p_total_uw 12890 \
    rr_startpoint "rf[9][27]" \
    cts.path.max_buffers 3 \
    worst_slew_pin_slew_ps 1131 \
    ff_type "dfrtn_1" \
    yosys_cells 4195 \
    hold_buffers 0 \
    grt_setup_unrepaired "false" \
    grt_use_total 0.4037 \
    worst_clock_skew_ps 0 \
    static-leakage-power_uw 0.02477 \
    ys.warnings.count 2 \
    antenna_violating_nets_post_route 0 \
    drt_iter0_drc 5482 \
    clk-insertion-delay-late_ps 670 \
    fraction_of_layout_cells_with_a_size_suffix_above_1 0.3487 \
    sequential_area_share_after_synthesis 0.5042 \
    max_area_cell_share 0.5042 \
    die_y_um 352.8 \
    syn_inst 4195 \
    gr-total-overflow 0 \
    row_count 128 \
    final_cell_count_no_fill 5963 \
    critPathCaptureType "output pin" \
    tool_warnings 34 \
    dp.final_hpwl_mm 138.8 \
    chip_width_um 352.8 \
    cp_data_arrival_time_ps 7100 \
    cp.required_ps 7120 \
    edf_count 0 \
    vias 42771 \
    area_delta_synth_final_pct 17.00 \
    cts.root.buffer_cell "clkbuf_16" \
    cts.htree.levels 3 \
    setup_viol 0 \
    timing.setup.critical_path_class "flip-flop to output pin" \
    area_leaders "dfrtn_1 (50%), mux2_2 (22%), a22oi_1 (13%)" \
    gp_routability_congestion 1.009 \
    avgRoutedWirePerCell_um 40.89 \
    antenna_found_initial 16 \
    reg2regPathDepth 2 \
    netlist_area_sq_mm 0.04924 \
    grt_first_pass_wirelength_mm 336.2 \
    max_transition_viols_final 0 \
    largest_area_cell "dfrtn_1" \
    tns_ps 0 \
    crit_path_start_kind "flip-flop" \
    maxCapViolCount 0 \
    drt_drc_violations_left 0 \
    dieArea_sq_mm 0.1245 \
    place.port_buffers 113 \
    largest-register "rf" \
    num-fill-cells 10780 \
    detail_route.wirelength_mm 243.8 \
]
[through the flow]
stage | hold slack, ps | cell area [sq um] | setup slack [ps]
2_1_floorplan | 440.6 | 49240 | -10620
3_3_place_gp | 454.5 | 53780 | 321.0
3_5_place_dp | 461.1 | 53780 | 299.3
4_1_cts | 461.8 | 57540 | 0.2802
5_1_grt | 481.7 | 57590 | 4.452
6_report | 460.7 | 57610 | 21.40
[power by group]
| group | switching [uW] | internal, uW |
|---|---|---|
| logic | 834 | 948 |
| clock network | 1980 | 2840 |
| registers | 808 | 5470 |
| total | 3630 | 9260 |
[logic make-up after synthesis]
| logic type | Yosys count | synth area share |
|---|---|---|
| AOI/OAI and AO/OA | 1109 | 0.1626 |
| buffers and inverters | 431 | 0.03858 |
| and+or+nand+nor | 660 | 0.06544 |
| DFF | 992 | 0.5042 |
| muxes | 1003 | 0.2292 |
[layer usage]
| metal | up-vias | routed length (um) | GRT usage |
|---|---|---|---|
| met5 | - | 450 | 0.01774 |
| met4 | 30 | 18430 | 0.2102 |
| met3 | 1182 | 44350 | 0.2798 |
| met2 | 3847 | 97020 | 0.5306 |
| met1 | 21487 | 83560 | 0.4980 |
| li1 | 16225 | - | - |
[cells in the final DEF, fill, tap and decap left out, types with 5 or more instances in the layout]
master / n
dfrtn_1: 992
mux2_2: 977
a22oi_1: 826
buf_4: 192
nand2_1: 188
a21oi_1: 164
nand4_1: 113
clkbuf_16: 107
clkdlybuf4s50_1: 106
nor2_1: 70
nor3_1: 67
nor2_4: 64
buf_12: 63
nand3_1: 52
a222oi_1: 37
clkbuf_1: 25
clkbuf_8: 19
mux2_1: 17
nor4_1: 17
bufinv_16: 16
nand2_2: 14
a31oi_1: 13
a221oi_1: 12
o21ai_0: 12
clkinv_2: 11
diode_2: 10
nand3b_1: 10
mux2i_1: 9
nand2b_1: 8
and3_1: 7
nor3_2: 7
o211ai_1: 7
nor2b_1: 7
a22o_1: 6
nand4b_1: 5
inv_1: 5
a32oi_1: 5
clkinvlp_4: 5
[Yosys cell counts, drive strengths merged (4+ instances only)]
cell type and number:
nand2b 8, nand3b 10, a22oi 826, a22o 6, a32oi 5, dfrtn 992, nor4 20, nor2b 7
a31oi 13, or3 5, mux2 994, a21oi 168, o21ai 12, nor2 134, nand3 54, or3b 5
nor3 78, a222oi 37, nand4 113, buf 243, nand2 202, mux2i 9, clkbuf 182, inv 6
nand4b 5, a2111oi 4, a221oi 12, and3 8, o211ai 7
[layout make-up]
type,instances,area [sq um],share of cell area
timing repair buffer,366,3796,0.06590
clock buffer,151,3033,0.05265
sequential,992,24820,0.4309
antenna,10,25.02,0.0004344
inverter,6,26.28,0.0004561
multi-input combinational,2772,23160,0.4021
clock inverter,41,705.7,0.01225
tap,1625,2033,0.03529
[repair_timing]
item / in CTS / in global routing
setup buffers: 1 / 0
gates cloned: 0 / 0
endpoints found under the setup margin: 3 / 9
resized: 6 / 10
pin swaps: 1 / 4
[critical path, cell delays in order, from the launching register on]
cell,delay [ps]
dfrtn_1,470
nand2_1,70
a2111oi_1,400
a21oi_1,160
nand3_1,120
nor3_1,50
a21oi_1,210
clkdlybuf4s50_1,510
[path summary, 6_finish.rpt]
| kind | endpoint | slack [ps] |
|---|---|---|
| worst min register to register | rf[21][15] | 460 |
| worst max register to register | rf[9][27] | 7970 |
| worst min-delay path | rf[21][15] | 460 |
| min in group asynchronous | rf[23][8] | 5920 |
| max in group asynchronous | rf[8][17] | 1900 |
| worst max-delay path | RD2[11] | 20 |
Power is estimated from default activity; no workload was simulated.
