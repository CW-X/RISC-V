==> flow/run.sh <==
#!/bin/bash
# OpenROAD 26Q1-2900-gdf79404cd8, Yosys 0.63+post, stock flow scripts
make -C /OpenROAD-flow-scripts/flow DESIGN_CONFIG=/design/flow/config.mk WORK_HOME=/design/flow/orfs finish
==> flow/config.mk <==
export PLATFORM = sky130hd
export DESIGN_NAME = ALU
export DESIGN_NICKNAME = ALU
export VERILOG_FILES = /design/flow/design.v
export SDC_FILE = /design/flow/constraint.sdc
export NUM_CORES = 4
export LEC_CHECK = 1
export CORE_UTILIZATION = 40
==> flow/constraint.sdc <==
current_design ALU

set clk_period 18.7
set clk_io_pct 0.2

create_clock -name clk0 -period $clk_period

set non_clock_inputs [all_inputs -no_clocks]
set_input_delay [expr $clk_period * $clk_io_pct] -clock clk0 $non_clock_inputs
set_output_delay [expr $clk_period * $clk_io_pct] -clock clk0 [all_outputs]
==> flow/design.v <==
module ALU(input logic [3:0] ALUControl,
				input logic [31:0] a,b,
				output logic [31:0] ALUResult,
				output logic Zero);
	always_comb begin
		case(ALUControl)
			4'b0000: ALUResult = a + b;  
			4'b0001: ALUResult = a - b;	 
			4'b0010: ALUResult = a << b[4:0];  
			4'b0011: ALUResult = ($signed(a) < $signed(b))? 32'b1 : 32'b0;  
			4'b0100: ALUResult = (a < b)? 32'b1 : 32'b0; 
			4'b0101: ALUResult = a ^ b;  
			4'b0110: ALUResult = a >> b[4:0];	 
			4'b0111: ALUResult = ( { { 31{a[31]} }, 1'b0} << (~ b[4:0]) ) | ( a >> b[4:0] );  
			4'b1000: ALUResult = a | b;	 
			4'b1001: ALUResult = a & b;   
			4'b1010: ALUResult = $signed(a) >= $signed(b) ? 32'b1 : 32'b0;  
            		4'b1011: ALUResult = (a == b) ? 32'b1 : 32'b0;  
           		4'b1100: ALUResult = (a !== b) ? 32'b1 : 32'b0;  
         		4'b1101: ALUResult = (a >= b) ? 32'b1 : 32'b0;  
			default: ALUResult = 32'd0;
		endcase
	end 
	assign Zero = (ALUResult == 32'b0)? 1 : 0;
endmodule
==> GITHUB_STEP_SUMMARY <==
### Flow metrics

| Metric | Value |
|---|---|
| Status | `complete, no violations` |
| Die area | `26,800 sq um` |
| Crit-path max FO | `16` |
| IO Pins | `101` |
| Number of global-route vias before repair | `12,200` |
| Measured slew at the worst slew-check pin | `1.36 ns` |
| DRT Wirelength | `60.3 mm` |
| Yosys chip area | `10,400 sq um` |
| Flip-flops | `0` |
| Tool Warnings | `97` |
| Synth cell types | `88` |
| CP cell instances | `clkdlybuf4s50_1 > inv_1 > ha_1 > nor4_1 > or3_1 > mux2i_1 > or4_1 > a221oi_1 > o211ai_1 > nor4_1 > nand4_1 > or4_1 > nor4_2 > clkdlybuf4s50_1` |
| Placed insts | `1,853` |
| Synthesized area per cell | `6.89 sq um` |
| Final ANT Viol Nets | `0` |
| FP Core Util | `0.411` |
| Slew headroom | `0.0841` |
| Num rows | `58` |
| Drt pass-1 iters | `8` |
| # diodes | `0` |
| Hold crit path type | `in2out` |
| Final-layout fill cell count | `2,594` |
| Crit path kind | `in2out` |
| Period Utilization, post-route | `0.711` |
| Pwr Density | `32.3 nW/um^2` |
| Total setup buffers inserted after CTS | `0` |
| Max-cap viol count | `0` |
| Post-Synthesis Cells | `1,515` |
| Peak supply drop | `0.0280 mV` |
| Area Overhead vs Synth | `11.4%` |
| Buf/Inv on CP | `3` |
| Data arrival, critical path | `9.55 ns` |
| Leakage | `4.65 nW` |
| Final hold vios | `0` |
| Seq/Total Area, Yosys | `0` |
| Setup crit start kind | `input port` |
| Port Buffers | `101` |
| Layout cells sized above 1 | `0.101` |
| Total gr overflow | `0` |
| Antenna violations before repair | `0` |
| # Cells Yosys | `1,515` |
| GP Congestion | `1.10` |
| Drt drc | `0` |
| Register Area | `0 sq um` |
| Via count | `13,300` |
| Min Tclk post-route | `13.29 ns` |
| Layout Cells excl Fill | `1,853` |
| Cts hold-fix bufs | `0` |
| Drt first-iter violations | `1,799` |
| Tot GR Track Use | `0.456` |
| Critical-path top delay cell | `nor4_1` |
| Worst Path Required | `14.96 ns` |
| DIE HEIGHT | `164 microns` |
| Most frequent logic cell in the layout | `nor2_1` |
| Element type at the critical path end | `primary output` |
| Vias/cell | `7.18` |
| RSZ-0062 raised after global routing | `no` |
| Most frequent logic cells in the routed design | `nor2_1 (142), nand2_1 (118), a21oi_1 (114)` |
| Post_cts resized | `0` |
| Cell Area, Synth | `10,400 sq um` |
| Max incr delay on CP | `1.21 ns` |
| Wire length per cell | `32.5 microns` |
| CLK BUF | `0` |
| Hpwl dp | `46.4 mm` |
| Largest net degree at the start of global routing | `63` |
| Core area | `25,400 sq um` |
| Final setup violation count | `0` |
| Logic area | `9460 sq um` |
| Pwr Total | `0.376 mW` |
| Warnings from Yosys | `1` |
| CP top delay family | `simple AND/OR/NAND/NOR gates` |
| Worst hold slack | `8.86 ns` |
| Final Max Slew Viols | `0` |
| Fmax | `75.2 MHz` |
| Total Neg Setup Slack | `0 ns` |
| Chip width | `164 microns` |
| First-pass GRT wire length | `86.0 mm` |
-- power breakdown --
group	internal (mW)	total, mW	switching (mW)
sequential	0	0	0
clock	0	0	0
combinational	0.137	0.376	0.239
-- synthesized netlist by cell type, types with 17 or more instances --
master	n	area [sq um]
a22oi_1	24	180
nor4_1	27	169
o21ai_0	108	541
xnor2_1	18	158
nand4_1	23	144
buf_2	45	225
inv_1	90	338
a211oi_1	30	225
ha_1	97	1210
a21oi_1	114	571
nor3_1	42	210
nand2_1	118	443
nor2_1	142	533
mux4_2	50	1130
a31oi_1	28	175
clkbuf_1	81	304
a21o_1	17	128
mux2i_1	72	721
o22ai_1	19	119
o31ai_1	23	173
nand3_1	35	175
o211ai_1	29	218
nor2b_1	18	113
-- cell type report --
cell class / instances / area share
inverters: 95 / 0.0307
well taps: 330 / 0.0355
repair buffers: 155 / 0.120
multi-input cells: 1273 / 0.813
-- path summary, 6_finish.rpt --
kind   from           end  slack, ns  depth (start not counted)
max   a[23]          Zero       5.41                         14
min    b[0]  ALUResult[3]       8.86                          6
-- cell families after synthesis --
| group | after synthesis | synth area share |
|---|---|---|
| simple gates | 483 | 0.227 |
| xor+xnor | 20 | 0.0168 |
| fa+ha+maj | 99 | 0.120 |
| buf+inv | 242 | 0.0978 |
| mux | 138 | 0.194 |
| compound gates | 533 | 0.344 |
-- stage by stage --
| stage | cell area, sq um | worst slack, ns | util |
|---|---|---|---|
| 4_1_cts | 11600 | 5.51 | 0.458 |
| 3_5_place_dp | 11600 | 5.54 | 0.458 |
| 6_report | 11600 | 5.41 | 0.458 |
| 3_3_place_gp | 11600 | 5.47 | 0.458 |
| 5_1_grt | 11600 | 5.26 | 0.458 |
| 2_1_floorplan | 10400 | 7.25 | - |
-- layer usage --
metal | part of all wire | vias up | routed length, microns | track usage
met5 | 0.0014 | - | 85 | 0.0265
met3 | 0.13 | 191 | 7750 | 0.147
met1 | 0.39 | 6227 | 23600 | 0.614
li1 | - | 5797 | - | -
met2 | 0.43 | 1086 | 25700 | 0.671
met4 | 0.053 | 2 | 3190 | 0.186
Power is estimated from default activity; no workload was simulated.
